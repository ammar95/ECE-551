===== /design/flow/config.mk =====
export PLATFORM = sky130hd
export DESIGN_NAME = cnt_async
export DESIGN_NICKNAME = cnt_async
export VERILOG_FILES = /design/flow/design.v
export SDC_FILE = /design/flow/constraint.sdc
export NUM_CORES = 4
export LEC_CHECK = 1
export CORE_AREA = 10 10 70 70
export DIE_AREA = 0 0 80 80

===== /design/flow/constraint.sdc =====
current_design cnt_async

set clk_period 1.1
set clk_io_pct 0.2

create_clock -name clk0 -period $clk_period [get_ports {clk}]

set non_clock_inputs [all_inputs -no_clocks]
set_input_delay [expr $clk_period * $clk_io_pct] -clock clk0 $non_clock_inputs
set_output_delay [expr $clk_period * $clk_io_pct] -clock clk0 [all_outputs]

===== /design/flow/design.v =====
module cnt_async(cnt,clk,rst_n,en);
	parameter bit_length = 5;
	input clk,rst_n,en;		 
	output reg[(bit_length-1):0] cnt;		 
always @(posedge clk, negedge rst_n)			 
	if (!rst_n)
		cnt<= 10'h0;		 
	else if (en)
		cnt <=cnt+1;		 
endmodule

===== /design/flow/run.sh =====
#!/bin/bash
# OpenROAD 26Q1-2900-gdf79404cd8, Yosys 0.63+post, stock flow scripts
make -C /OpenROAD-flow-scripts/flow DESIGN_CONFIG=/design/flow/config.mk WORK_HOME=/design/flow/orfs finish

==> flow_metrics.tcl <==
# metrics dict for downstream scripts
set metrics [dict create \
    status "finished, violations left" \
    violations "negative setup slack" \
    hold_violations 0 \
    initCoreUtil_pct 5.86 \
    max_freq_ghz 0.889 \
    vdd.ir_drop.worst_mv 0.469 \
    dr.first_iter.drc_count 18 \
    top_register "cnt" \
    reg2reg_slack_ps -20 \
    hp-class "in2async" \
    placed_cells 70 \
    clk-insertion-delay-late_ps 250 \
    rsz0062_at_grt "yes" \
    gp_congestion 0.720 \
    fill_cells 393 \
    num_vias 177 \
    use_met2_pct 2.01 \
    startpoint "cnt[0]" \
    drtAntennaViolNets 0 \
    gr-usage-met1_pct 2.75 \
    cp_slowest_cell "dfrtp_1" \
    syn_to_final_growth_pct 122 \
    total_power_mw 1.20 \
    slew_headroom_pct 84.2 \
    antenna_found_initial 0 \
    clock_skew_ps 7.11 \
    grt_max_degree 6 \
    tns_ps -24.8 \
    grt.busiest_layer "met3" \
    clockBufferDepth 2 \
    ys_seq_share_pct 62.5 \
    viasPerCell 2.19 \
    numCtsBuffers 3 \
    synthAoiAreaFrac_pct 0 \
    r2r-start "cnt[0]" \
    layoutNonFillerInstCount 81 \
    syn_avg_cell_area_um2 14.3 \
    maxCapViolCount 0 \
    syn_area_um2 200 \
    dieArea_um2 6400 \
    path_max_fanout 3 \
    die_w_um 80 \
    gr-usage-met3_pct 3.18 \
    ys_types 7 \
    largest_reg_flops 5 \
    logic_family "XOR/XNOR gates" \
    wl_um 632 \
    utilization_pct 13.0 \
    final_area_um2 444 \
    worst_hold_slack_ps 193 \
    routedWlPerCell_um 7.80 \
    r2r_end "cnt[1]" \
    ys_ff 5 \
    first_pass_iters 2 \
    worstRegToRegCells 3 \
    crit_required_ps 1220 \
    crit_arrival_ps 1250 \
    p_per_area_nw_per_um2 2690 \
    cp_top_family "flip-flops" \
    setup_viol 1 \
    fin_crit_sh_pct 102 \
    grt_pass1_vias 210 \
    xor_area_share_pct 17.5 \
    globalRouteOverflowTotal 0 \
    cts_max_level 1 \
    period_minus_slack_ps 1120 \
    rows 21 \
    pre_cts_ws_ps -176 \
    critical_path_class "reg2reg" \
    p_leak_nw 0.181 \
    cts_root_buf "clkbuf_4" \
    yosys_area_um2 200 \
    start_kind "flip-flop" \
    place_area_um2 350 \
    drive_above_1_share_pct 45.7 \
    hold_buffers 0 \
    worst_slew_pin_slew_ps 236 \
    endpoint_kind "flip-flop" \
    die_y_um 80 \
    ys_warn_count 1 \
    reg_top3 "cnt: 5 flops" \
    cts_num_sinks 5 \
    core_area_um2 3420 \
    ioPinCount 8 \
    port_buffers 7 \
    drv_slew 0 \
    worst_slack_ps -24.8 \
    crit_path_max_incr_delay_ps 400 \
    grt_pass1_wl_mm 1.01 \
    grt_usage_pct 2.23 \
    tool_warnings 27 \
    cts_tree "yes" \
    crit_chain "buf_6 -> ha_4 -> mux2_2" \
    clk_pin_slew_ps 50 \
    route.detailed.drc 0 \
    synthCells 14 \
    mux_share_pct 5.62 \
    num_antenna_cells 0 \
    ys_cells 14 \
    fa_ha_area_share_pct 6.25 \
    simple_gate_area_share_pct 8.13 \
    critPathBufInv 1 \
]
kinds of logic (layout without fill, tap and decap cells):
kind of cell / after synthesis / in the layout
XOR/XNOR: 4 / 4
adder cells (fa/ha/maj): 1 / 1
buffers and inverters: 0 / 21
AND/OR/NAND/NOR: 3 / 3
flip-flops: 5 / 5
multiplexers: 1 / 1
worst max path at each step:
stage | end | cells after the start
after CTS | cnt[1] | 3
after global routing | cnt[1] | 3
final | cnt[1] | 3
cells in the final DEF, fill, tap and decap left out:
cell type / instances
buf_4: 8
buf_6: 2
clkbuf_1: 1
clkbuf_2: 1
clkbuf_4: 3
clkdlybuf4s15_1: 4
clkdlybuf4s50_1: 2
dfrtp_1: 5
ha_4: 1
mux2_2: 1
nand2_1: 1
nand4_1: 2
xnor2_1: 3
xor2_1: 1
power breakdown:
group	switching (mW)	internal, mW	leakage [nW]	total [mW]
registers	0.0571	0.282	0.0590	0.339
clock network	0.0757	0.137	0.0150	0.213
logic	0.201	0.443	0.107	0.644
total	0.334	0.862	0.181	1.20
repair_timing:
action | in CTS | in global routing
gates cloned | 0 | 0
setup buffers | 5 | 2
resized | 7 | 7
endpoints found under the hold margin | 0 | 0
endpoints found under the setup margin | 5 | 6
worst reg2reg max path, delay by kind of cell (launching register included):
kind	cells	cell delay (ps)
adders and majority gates	1	220
buffers and inverters	1	140
DFF	1	400
muxes	1	250
Yosys cell counts:
cell,count,area [µm²]
xnor2_1,3,26.3
nand4_1,2,12.5
nand2_1,1,3.75
dfrtp_1,5,125
xor2_1,1,8.76
mux2_2,1,11.3
ha_1,1,12.5
final cells by class:
cell class / instances / area, µm² / area share [%]
repair buffers: 17 / 148 / 33.2
flip-flops and latches: 5 / 125 / 28.2
multi-input cells: 9 / 87.6 / 19.7
well taps: 46 / 57.6 / 13.0
clock buffers: 4 / 26.3 / 5.92
per-layer routing:
layer | vias to the layer above | share of wire, %
met5 | - | 0
met4 | 0 | 0
met3 | 0 | 24
met2 | 11 | 28
met1 | 75 | 48
li1 | 91 | -
No activity file was given, so power comes from the tool's default toggle rates.
