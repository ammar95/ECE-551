==> /design/flow/config.mk <==
export PLATFORM = sky130hd
export DESIGN_NAME = MAC
export DESIGN_NICKNAME = MAC
export VERILOG_FILES = /design/flow/design.v
export SDC_FILE = /design/flow/constraint.sdc
export NUM_CORES = 4
export LEC_CHECK = 1
export CORE_UTILIZATION = 40
==> /design/flow/constraint.sdc <==
current_design MAC

set clk_period 10.7
set clk_io_pct 0.2

create_clock -name clk0 -period $clk_period [get_ports {clk}]

set non_clock_inputs [all_inputs -no_clocks]
set_input_delay [expr $clk_period * $clk_io_pct] -clock clk0 $non_clock_inputs
set_output_delay [expr $clk_period * $clk_io_pct] -clock clk0 [all_outputs]
==> /design/flow/design.v <==
module MAC(a,b,clr_n,acc,clk,rst_n);
input [7:0] a,b;
input clr_n;
input clk, rst_n;
output reg [25:0] acc;
wire [15:0] mult;
wire [25:0] mult_ext,add, acc_nxt;
wire flow;
assign mult = a * b;
assign mult_ext={{10{mult[15]}},mult};
assign add=acc+mult_ext;
assign acc_nxt = clr_n ? add : 0;
always@(posedge clk, negedge rst_n) begin
if(!rst_n) begin
acc <= 16'b0;
end else begin
acc <= acc_nxt;
end
end
endmodule
==> /design/flow/run.sh <==
#!/bin/bash
# OpenROAD 26Q1-2900-gdf79404cd8, Yosys 0.63+post, stock flow scripts
make -C /OpenROAD-flow-scripts/flow DESIGN_CONFIG=/design/flow/config.mk WORK_HOME=/design/flow/orfs finish
==> metrics.cfg <==
[placed_design]
dp_hpwl_mm = 6.95
pre_cts_ws_ps = 1920
port_buffers = 44
placedCellCount = 652
gp_congestion = 0.875

[synthesis]
yosysWarnings = 1
ys_area_mm2 = 0.00422
netlist_area_mm2 = 0.00422
synthArstFlopShare_pct = 100
yosys_cells = 477
syn_avg_cell_area_um2 = 8.84
yosysUniqueCellTypes = 54
synthCells = 477
synth-seq-cells = 26
postSynthSeqShare_pct = 15.4
synth-edff-count = 0
ff_type = dfrtp_1

[worst_setup_path]
cp.arrival_ps = 8610
cp.required_ps = 10840
endpoint_kind = flop
crit_top_cell = fa_1
critPathKind = input port to flop
slowest_stage = clkdlybuf4s50_1
critPathLaunchType = input port
cpPeakStageDelay_ps = 560
crit_chain = clkdlybuf4s50_1 > and2_1 > fa_1 > fa_1 > inv_1 > fa_1 > fa_1 > inv_1 > ha_1 > nor2b_1 > o21a_1 > a21bo_2 > a41o_1 > o41a_1 > xor2_1 > ha_1 > a21oi_1 > nand2_1 > nor4b_1 > a21bo_2 > a311oi_1 > a21oi_1 > xnor3_1 > nor2_1
crit_fanout = 8

[floorplanning]
die-area_mm2 = 0.0110
core_mm2 = 0.0103
initCoreUtil_pct = 41.0
dieHeight_um = 105
fp.dieW_um = 105
ios = 45
rows = 37

[sta]
finalSetupViolCount = 0
period_needed_ps = 8460
rsz0062_at_grt = no
max_freq_mhz = 118
fin_crit_sh_pct = 79.1
finClkSkew_ps = 6.11
tns_ps = 0
hold_viol_final = 0
finalWorstSetupSlack_ps = 2240
holdWs_ps = 616
slew_viol_final = 0
maxSlewHeadroom_pct = 53.6
worstMarginPinSlew_ps = 696

[run_status]
status = complete, no violations

[worst_hold_path]
hold_class = flop to flop

[layout]
finalCoreUtilization_pct = 47.4
layout-drive-gt1-share_pct = 3.46
lay_top_count = ha_1
largest_reg_flops = 26
syn2layout_area_growth_pct = 15.5
num-fill-cells = 975
layout_top_cells = ha_1, inv_1, and2_1
final_cell_count_no_fill = 656
regMostFlops = acc
top_regs = acc x26

[job]
cap_violations = 0
warning_count = 28

[grt]
antenna_found_initial = 0
track_usage_pct = 17.2
grt_pass1_wl_mm = 15.0
grt_pass1_vias = 3212
gr-total-overflow = 0
grt_max_degree = 27

[clock_network]
cts_sinks = 26
clk_pin_slew_ps = 100
cts.hold.buffers_added = 0
ctsHtreeMaxLevel = 1
cts_buffers = 3
ctsLongestPathBuffers = 2
clock-root-buffer = clkbuf_8
clock_latency_ps = 280
cts_tree = done
cts-resized-gates = 0
post_cts_buffers = 0

[drt]
ant_nets = 0
first_pass_iters = 6
num_antenna_cells = 0
drtIter0Drc = 141
viasPerCell = 5.13
wirelength_mm = 8.46
drc = 0
vias = 3366
wl_per_cell_um = 12.9

[pwr]
irDropWorstVdd_mv = 0.142
p_leak_nw = 2.40
pwr_density_cell_mw_per_mm2 = 245

## final timing paths
path	startpoint	to	slack (ps)	depth (start not counted)
max in group asynchronous	rst_n	acc[23]	8200	2
worst max-delay path	b[4]	acc[25]	2240	24
worst min-delay path	acc[0]	acc[0]	620	2
worst max register to register	acc[0]	acc[22]	7890	11
worst min register to register	acc[0]	acc[0]	620	2
min in group asynchronous	rst_n	acc[4]	2230	2
## metrics by stage
step / power (W) / instance area, µm²
6_report: 0.00119 / 4870
5_1_grt: 0.00134 / 4870
4_1_cts: 0.00120 / 4870
3_5_place_dp: 0.00112 / 4810
3_3_place_gp: 0.00113 / 4810
2_1_floorplan: 0.000901 / 4220
## layer usage
metal | vias to the layer above | global-route usage (%) | share of wire [%]
li1 | 1694 | - | -
met4 | 0 | 0.302 | 0.21
met5 | - | 0 | 0
met3 | 2 | 3.37 | 4.9
met1 | 1602 | 29.1 | 52
met2 | 68 | 24.6 | 43
## cells in the mapped netlist, types with 3 or more instances
master    instances  area, µm²
nand2_1          33        124
a21o_1           12       90.1
a21oi_1          23        115
nand3_1           6       30.0
xor2_1           10       87.6
inv_1            60        225
xnor2_1          18        158
and2_1           55        344
clkbuf_1          6       22.5
ha_1             64        801
o21ai_1           3       15.0
nor2b_1           7       43.8
o21bai_1          3       22.5
fa_1             37        741
nand2b_1          3       18.8
nand4_1           4       25.0
nor2_1           39        146
o21a_1            4       30.0
a211oi_1          5       37.5
o211ai_1          3       22.5
o21ai_0          15       75.1
nor3_1            5       25.0
dfrtp_1          26        651
## layout make-up
cell class | count | area, µm² | share of cell area [%]
multi-input cells | 384 | 3310 | 68.0
repair buffers | 46 | 455 | 9.35
inverters | 60 | 225 | 4.62
well taps | 136 | 170 | 3.49
clock buffers | 4 | 55.1 | 1.13
flip-flops and latches | 26 | 651 | 13.4
## critical path, delay by kind of cell
family                     cells  cell delay [ps]
AOI/OAI and AO/OA              8             1950
xor gates and xnor gates       2              370
adders and majority gates      6             2710
buffers and inverters          3              640
and+or+nand+nor                5              790
## cells by family after synthesis
logic type / share of synthesized area (%)
flip-flops: 15.4
AND/OR/NAND/NOR: 19.4
buffers and inverters: 5.99
XOR/XNOR: 6.35
AND-OR/OR-AND: 15.8
adder cells (fa/ha/maj): 36.6
multiplexers: 0.475
## where the power goes
group          internal [W]  leakage (nW)  switching (W)  total [W]
clock             0.0000330        0.0288      0.0000332  0.0000661
combinational      0.000450          2.03       0.000524   0.000974
sequential         0.000132         0.345      0.0000216   0.000154
Power figures rest on the tool's default switching activity, not on a simulated workload.
